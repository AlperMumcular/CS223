File: /design/flow/constraint.sdc
current_design alu

set clk_period 2.8
set clk_io_pct 0.2

create_clock -name clk0 -period $clk_period

set non_clock_inputs [all_inputs -no_clocks]
set_input_delay [expr $clk_period * $clk_io_pct] -clock clk0 $non_clock_inputs
set_output_delay [expr $clk_period * $clk_io_pct] -clock clk0 [all_outputs]
File: /design/flow/design.v
`timescale 1ns / 1ps
module alu(
input logic [3:0] a,
input logic [3:0] b,
input logic [1:0] sel,
output logic [3:0] res
    );
    always @(*) 
    begin
        case(sel)
        2'b10 : res = a + b;
        2'b11 : res = a - b;
        2'b00 : res = a;
        2'b01 : res = a;
        default : res = a;
        endcase
    end
endmodule
File: /design/flow/run.sh
#!/bin/bash
# OpenROAD 26Q1-2900-gdf79404cd8, Yosys 0.63+post, stock flow scripts
make -C /OpenROAD-flow-scripts/flow DESIGN_CONFIG=/design/flow/config.mk WORK_HOME=/design/flow/orfs finish
File: /design/flow/config.mk
export PLATFORM = sky130hd
export DESIGN_NAME = alu
export DESIGN_NICKNAME = alu
export VERILOG_FILES = /design/flow/design.v
export SDC_FILE = /design/flow/constraint.sdc
export NUM_CORES = 4
export LEC_CHECK = 1
export CORE_AREA = 10 10 70 70
export DIE_AREA = 0 0 80 80
==> results.cfg <==
; synthesis and place-and-route metrics
[die]
core_sq_mm = 0.00342
pin_count = 14
rows = 21
fp_util_pct = 7.55
die_w_microns = 80
die_y_microns = 80
die_area_sq_mm = 0.00640

[final_timing]
drv_slew = 0
finalClockPeriodUsage_pct = 98.5
period_needed_ps = 2760
hold_viol_final = 0
setup_viol = 0
rsz0062_at_grt = true
slew_headroom_pct = 85.3
tightest_slew_ps = 219
max_freq_ghz = 0.363

[cells_and_area]
seqCellArea_sq_um = 0
ff_count = 0
final_cell_area_sq_um = 548
drive_above_1_share_pct = 53.7
num-clock-buffers = 0
areaGrowthSynthToFinish_pct = 113

[route]
via_count = 279
drtPass1Iterations = 3
viasPerCell = 2.79
antennaDiodeCount = 0
drt-initial-drc-count = 1
ant_nets = 0
drc_errors = 0
wl_per_cell_microns = 7.81
wirelength_microns = 781

[clocking]
postCtsHoldBufs = 0

[synth]
syn_area_per_cell_sq_um = 8.31
ys_seq_share_pct = 0
top_area_cell = ha_1
top_area_share_pct = 19.4
ys_chip_area_sq_um = 258
area_leaders = ha_1 (19%), fa_1 (7.8%), mux2i_1 (7.8%)
ys_cells = 31
syn_area_sq_um = 258
ys_types = 19
netlist_instances = 31
yosys_warnings = 1

[power_and_ir_drop]
power.total_mw = 0.103
p_sw_share_pct = 34.9
pwr-share-clk_pct = 0
switching_power_mw = 0.0358
p_leak_nw = 0.250
intPower_mw = 0.0668
vdd_drop_max_v = 0.0000383
powerDensity_mw_per_mm2 = 187
seqPwrFrac_pct = 0
comb_power_share_pct = 100.0

[critical_path]
path_buffers = 4
worstPathArrival_ps = 2200
cpMaxStageDelayCell = ha_1
crit_top_cell = buf_6
criticalPathCategory = primary input to primary output
required_ps = 2240
critPathTopFamily = adder cells
critPathMaxFanout = 2
worstSetupStartpointType = primary input
crit_path_end_kind = primary output
path_cells = buf_6 -> inv_2 -> ha_2 -> a21oi_2 -> xnor2_1 -> ha_1 -> buf_6 -> nand3b_1 -> and3_1 -> mux2_4 -> xor2_2 -> buf_2
max_stage_delay_ps = 310

[placement]
hpwl_microns = 707
dpl-instance-area_sq_um = 504
gp_congestion = 0.709
io_buffers = 14

[run]
cap_violations = 0
tool_warnings = 33

[global_routing]
grt_use_total_pct = 2.50
grt_pass1_vias = 296
grt_overflow = 0
antenna_found_initial = 0
grt_max_degree = 6
grt_pass1_wl_microns = 1330

[status]
status = complete, no violations

[min_path]
holdCritPathClass = primary input to primary output
worst paths after layout:
kind | startpoint | to | slack, ps | cells after the start
worst min-delay path | sel[0] | res[3] | 1780 | 6
worst max-delay path | b[1] | res[3] | 40 | 12
layout by cell type (no fill, tap or decap):
cell type / instances
a21boi_1: 1
a21oi_2: 2
and3_1: 1
buf_2: 1
buf_4: 9
buf_6: 3
clkdlybuf4s15_1: 2
clkdlybuf4s15_2: 1
clkdlybuf4s50_1: 5
dlygate4sd2_1: 2
dlymetal6s2s_1: 1
fa_2: 1
ha_1: 2
ha_2: 2
inv_1: 2
inv_2: 3
mux2_2: 1
mux2_4: 1
mux2i_1: 2
nand2_1: 3
nand3b_1: 1
nor3_1: 1
o211ai_2: 1
o21ai_2: 1
or2_2: 1
or4b_4: 1
xnor2_1: 2
xor2_2: 1
final cells by class:
cell class,instances,area (sq um)
fillers,387,2870
well taps,46,57.6
inverters,5,18.8
multi-input cells,25,254
repair buffers,24,218
power by group through the flow:
stage	combinational (mW)	sequential, mW	clock (mW)
after CTS	0.105	0	0
final	0.103	0	0
after global routing	0.116	0	0
through the flow:
| stage | instances | TNS [ps] | setup slack [ps] | util (%) | hold slack [ps] |
|---|---|---|---|---|---|
| finish | 100 | 0 | 42.4 | 16.0 | 1780 |
| global route | 100 | -65.3 | -65.3 | 16.0 | 1830 |
| CTS | 100 | 0 | 35.7 | 15.9 | 1790 |
| detailed placement | 97 | -1890 | -757 | 14.8 | 2080 |
| global placement | 97 | -1800 | -709 | 14.8 | 2090 |
| floorplan | 31 | 0 | 217 | - | 1150 |
logic make-up after synthesis:
kind of cell	count (synthesis)	share of synthesized area [%]
xor gates and xnor gates	3	13.1
adders and majority gates	5	27.2
AOI/OAI and AO/OA	5	13.6
and+or+nand+nor	8	19.4
muxes	4	18.0
buffers and inverters	6	8.74
repair_timing:
action | in CTS | in global routing
pin swaps | 8 | 0
endpoints found under the hold margin | 0 | 0
gates resized | 31 | 3
buffers inserted | 3 | 0
gates cloned | 0 | 0
endpoints found under the setup margin | 3 | 2
metal layers:
| layer | track usage, % | up-vias | share of wire, % |
|---|---|---|---|
| met5 | 0 | - | 0 |
| met2 | 5.46 | 4 | 58 |
| met1 | 2.19 | 123 | 33 |
| li1 | - | 152 | - |
| met4 | 0 | 0 | 0 |
| met3 | 0.795 | 0 | 9.7 |
Yosys cell counts (all sizes together):
| cell type | count |
|---|---|
| inv | 5 |
| ha | 4 |
| nand2 | 3 |
| a21oi | 2 |
| mux2 | 2 |
| mux2i | 2 |
| xnor2 | 2 |
| a21boi | 1 |
| and3 | 1 |
| clkbuf | 1 |
| fa | 1 |
| nand3b | 1 |
| nor3 | 1 |
| o211ai | 1 |
| o21ai | 1 |
| or2 | 1 |
| or4b | 1 |
| xor2 | 1 |
Power and IR drop assume default switching activity.
