## /design/flow/run.sh

```bash
#!/bin/bash
# OpenROAD 26Q1-2900-gdf79404cd8, Yosys 0.63+post, stock flow scripts
make -C /OpenROAD-flow-scripts/flow DESIGN_CONFIG=/design/flow/config.mk WORK_HOME=/design/flow/orfs finish
```

## /design/flow/config.mk

```make
export PLATFORM = sky130hd
export DESIGN_NAME = datamemory
export DESIGN_NICKNAME = datamemory
export VERILOG_FILES = /design/flow/design.v
export SDC_FILE = /design/flow/constraint.sdc
export NUM_CORES = 4
export LEC_CHECK = 1
export CORE_UTILIZATION = 30
```

## /design/flow/constraint.sdc

```tcl
current_design datamemory

set clk_period 6.1
set clk_io_pct 0.2

create_clock -name clk0 -period $clk_period [get_ports {clk}]

set non_clock_inputs [all_inputs -no_clocks]
set_input_delay [expr $clk_period * $clk_io_pct] -clock clk0 $non_clock_inputs
set_output_delay [expr $clk_period * $clk_io_pct] -clock clk0 [all_outputs]
```

## /design/flow/design.v

```verilog
`timescale 1ns / 1ps
module datamemory(
input logic [3:0] d_addr,
input logic d_rd,
input logic d_wd,
input logic clk,
input logic [3:0] W_data,
input logic datamemory_clr,
output logic [3:0] read
    );
    logic [3:0] memory[0:15];
    int n;
    initial begin
        for (n = 0; n < 16; n = n + 1 ) begin 
            memory[n] = n;
        end
    end
    always @(posedge clk) begin
        if (datamemory_clr) begin
            for (n = 0; n < 16; n = n + 1 ) begin 
                memory[n] = n;
            end
        end
        else if (d_rd) begin
            case(d_addr)
                4'b0000 : read <= memory[0];
                4'b0001 : read <= memory[1];
                4'b0010 : read <= memory[2];
                4'b0011 : read <= memory[3];
                4'b0100 : read <= memory[4];
                4'b0101 : read <= memory[5];
                4'b0110 : read <= memory[6];
                4'b0111 : read <= memory[7];
                4'b1000 : read <= memory[8];
                4'b1001 : read <= memory[9];
                4'b1010 : read <= memory[10];
                4'b1011 : read <= memory[11];
                4'b1100 : read <= memory[12];
                4'b1101 : read <= memory[13];
                4'b1110 : read <= memory[14];
                4'b1111 : read <= memory[15];
            endcase
        end
        else if (d_wd) begin
            case(d_addr)
                4'b0000 : memory[0] = W_data;
                4'b0001 : memory[1] = W_data;
                4'b0010 : memory[2] = W_data;
                4'b0011 : memory[3] = W_data;
                4'b0100 : memory[4] = W_data;
                4'b0101 : memory[5] = W_data;
                4'b0110 : memory[6] = W_data;
                4'b0111 : memory[7] = W_data;
                4'b1000 : memory[8] = W_data;
                4'b1001 : memory[9] = W_data;
                4'b1010 : memory[10] = W_data;
                4'b1011 : memory[11] = W_data;
                4'b1100 : memory[12] = W_data;
                4'b1101 : memory[13] = W_data;
                4'b1110 : memory[14] = W_data;
                4'b1111 : memory[15] = W_data;
            endcase
        end
    end 
endmodule
```

==> run notes <==
The run finished with clean final reports. The run gives 385 for the post-synthesis instance total. The family with the most delay on the worst path was buffers and inverters. Kind of start point of the critical path: a primary input.

The flow measured a signed area growth from synthesis to layout of 11.2%. The tools report the total die size as 11500 um^2. The logs give 0 for the count of inserted antenna diode cells and 0 for the initial antenna violation count. The final setup TNS is 0 ns, and the detailed-placement wirelength estimate is 5350 um. Total power normalized to cell area comes to 235 nW/um^2.

Hold repair after CTS inserted 0 buffers. The number of DRC violations after detailed-routing iteration 0 came out at 179. The last timing report of the flow puts the setup violation total at 0. Part of the Yosys area used for sequential elements: 42.4%.

The run gives 0.0874 mV for the worst-case vdd ir drop. The routed length per placed instance was 15.6 um. The top achievable clock speed is 0.305 GHz. In the layout the commonest cells are dfxtp_1, nand2_1, nand3_1, a21oi_1, nor2_1. The slowest stage of the critical path is the nor2b_1 cell. Per the OpenROAD power report, leakage power amounts to 1.30 nW. The run gives 4 for the number of enable-type register cells in the synthesized netlist. The layout has 1059 filler cells. The average cell area after synthesis was 8.59 um^2. The number of rows in the core area came out at 37.

Counting the warning lines in the Yosys log gives 2. The post-route clock skew was 0.00819 ns; the shortest clock period the worst path allows after layout was 3.27 ns. The main area contributors are dfxtp_1, mux2i_1, nand2_1. The run gives 10500 um^2 as the total core area.

The worst setup path is of the in -> reg kind. The transition time at the pin with the least slew margin is 0.825 ns, and the share of final-layout standard cells stronger than drive strength 1 is 7.25%. The final max-slew violation count is 0. On the reported timing paths, the clock transition at the registers reads 0.07 ns. The tools report the total CTS buffers as 9. At the worst endpoint, the required time is 6.32 ns. Pin placement for this block handled 16 I/O pins.

Looking at the clock tree report, the root buffer type is clkbuf_8. Global placement routability congestion: 0.866. Looking at the clock tree report, the maximum root-to-sink buffer count equals 2. Looking at area per cell type in the netlist, the leader is dfxtp_1. In this run the worst path has a maximum fanout of 43. Measured against its own limit, the worst slew margin works out to 44.9%.

The timing report gives the biggest stage delay along the critical path as 0.72 ns. Per the placement report, the placed cell count is 506. The fraction of registers with async set or reset after synthesis was 0%.

The vertical die dimension reported for this design is 107 um. Setup slack on the critical path of the routed design comes to 2.83 ns. The run gives 2573 for the number of global-route vias before repair. The min-delay analysis places its worst path in the category reg -> reg.

Per the synth stats, the flop cell with the highest instance count is dfxtp_1. The logs give 66 for the maximum number of pins on one net before global-route repair and 0.35 ns for the insertion delay to the later sink of the worst-skew pair. TritonCTS built the clock tree.

After the flow finishes, the layout carries non-filler instances totaling 522. The post-CTS setup buffer count is 0, and the number of standard cells reported by yosys is 385. Setup repair after global routing left no endpoint under its margin. The number of warnings reported in the stage logs is 25. The report lists the cells along the critical path as clkdlybuf4s50_1, buf_4, nor2b_1, a221oi_1, a211oi_1, o32a_1. The share of the core filled by cells before placement was 31.5%.

Timing analysis after detailed placement gives a worst setup slack of 2.49 ns. The tools report the total routing usage reported by global routing as 15.0%. The highest-count logic cell in the final layout was dfxtp_1. CTS built an H-tree with a depth of 3. The count of input and output buffers works out to 15.

The CTS log lists the clock sinks for this run as 68. The run gives 13100 um as the wire length of the first global-routing pass. The run gives 0.000863 W as the power after layout.

The data arrival time of the critical path came out at 3.49 ns. First-pass iteration count of the detailed router: 4. The final timing summary puts the cycle share of the worst path at 53.7%.

The element type at the critical path end is a register. The tools report the number of max-cap violations as 0. The die span in x is 107 um. Per the post-route antenna check, the number of violating nets is 0.

Wires add up to 8130 um. The total congestion overflow was 0. The total of cells resized after clock tree synthesis came out at 0. The remaining design rule violation count is 0, and the number of vias in the routed layout is 2720.

The area share of the largest cell type after synthesis was 38.7%; the total cell area reported by yosys after synthesis was 3310 um^2. The run gives 48 for the distinct cell type count after synthesis. The final cell utilization of the core was 35.0%; the via count normalized by instance count was 5.21. The final timing report lists a hold violation count of 0.

The critical path buffer and inverter count came out at 2. The post-synthesis register bit count came out at 68. The mapped netlist covers 3310 um^2.
state kept, by name, summed over array words and instances, names as in the netlist:
register,count
memory,64
read,4
synthesized netlist by cell type, types with 4 or more instances:
master	instances
clkbuf_1	28
nor2_1	26
buf_2	5
edfxtp_1	4
dfxtp_1	64
nand3_1	31
o21ai_0	6
nand3b_1	20
a211o_1	19
nand2b_1	10
a22oi_1	4
a31oi_1	4
a21oi_1	27
inv_1	6
nor2b_1	19
nand2_1	46
mux2i_1	19
metal layers:
metal | track usage [%] | routed length (um) | vias up
li1 | - | - | 1369
met1 | 22.1 | 3820 | 1270
met2 | 23.5 | 3670 | 69
met3 | 2.48 | 434 | 12
met4 | 3.82 | 207 | 0
met5 | 0 | 0 | -
cell families after synthesis:
kind of cell / synth area share (%)
DFF: 42.4
AOI/OAI and AO/OA: 16.9
buffers and inverters: 5.07
and+or+nand+nor: 29.3
muxes: 6.43
where the power goes:
group / switching (W) / internal (W)
registers: 0.00000298 / 0.000455
logic: 0.0000521 / 0.0000326
clock network: 0.000163 / 0.000158
metrics by stage:
stage                     hold slack (ns)  instance area [um^2]
after global placement              0.444                  3520
after global routing                0.481                  3680
final                               0.457                  3680
after detailed placement            0.451                  3520
after floorplan                     0.431                  3310
after CTS                           0.461                  3680
worst paths after layout:
kind | slack (ns) | start | to | cells past startpoint
worst max register to register | 4.53 | memory[10][1]$_SDFFE_PP1P_ | read[1]$_DFFE_PP_ | 4
worst min-delay path | 0.46 | memory[4][1]$_SDFFE_PP0P_ | memory[4][1]$_SDFFE_PP0P_ | 2
worst min register to register | 0.46 | memory[4][1]$_SDFFE_PP0P_ | memory[4][1]$_SDFFE_PP0P_ | 2
worst max-delay path | 2.83 | d_addr[0] | read[1]$_DFFE_PP_ | 6
cell type report:
cell class / count / area [um^2] / area share [%]
Multi-Input combinational cell: 276 / 1740 / 47.3
Sequential cell: 68 / 1400 / 38.1
Timing Repair Buffer: 20 / 183 / 4.97
Tap cell: 136 / 170 / 4.63
Clock buffer: 14 / 153 / 4.15
Inverter: 6 / 22.5 / 0.612
Clock inverter: 2 / 10.0 / 0.272
worst register-to-register path: stages (launching register included):
cell and delay, ns:
dfxtp_1 0.32, mux2i_1 0.21, o31ai_1 0.09, a221o_1 0.37, o32a_1 0.33
Power is estimated from default activity; no workload was simulated.
