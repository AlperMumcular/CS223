--- constraint.sdc ---
current_design register

set clk_period 3.2
set clk_io_pct 0.2

create_clock -name clk0 -period $clk_period [get_ports {clk}]

set non_clock_inputs [all_inputs -no_clocks]
set_input_delay [expr $clk_period * $clk_io_pct] -clock clk0 $non_clock_inputs
set_output_delay [expr $clk_period * $clk_io_pct] -clock clk0 [all_outputs]
--- config.mk ---
export PLATFORM = sky130hd
export DESIGN_NAME = register
export DESIGN_NICKNAME = register
export VERILOG_FILES = /design/flow/design.v
export SDC_FILE = /design/flow/constraint.sdc
export NUM_CORES = 4
export LEC_CHECK = 1
export CORE_UTILIZATION = 30
--- design.v ---
`timescale 1ns / 1ps
module register(
input logic [2:0] rda1,
input logic [2:0] rda2,
input logic [2:0] wra,
input logic [3:0] wrd,
input logic en,
input logic clk,
input logic rf_clr,
output logic [3:0] rdd1,
output logic [3:0] rdd2
    );
    reg [3:0] reg0, reg1, reg2, reg3, reg4, reg5, reg6, reg7;
    assign rdd1 = rda1 == 0 ? reg0 :
                  rda1 == 1 ? reg1 : 
                  rda1 == 2 ? reg2 :
                  rda1 == 3 ? reg3 :
                  rda1 == 4 ? reg4 :
                  rda1 == 5 ? reg5 :
                  rda1 == 6 ? reg6 :
                  rda1 == 7 ? reg7 : 0;
    assign rdd2 = rda2 == 0 ? reg0 :
                  rda2 == 1 ? reg1 : 
                  rda2 == 2 ? reg2 :
                  rda2 == 3 ? reg3 :
                  rda2 == 4 ? reg4 :
                  rda2 == 5 ? reg5 :
                  rda2 == 6 ? reg6 :
                  rda2 == 7 ? reg7 : 0;
    initial begin
            reg0 <= 1;
            reg1 <= 1;
            reg2 <= 1;
            reg3 <= 1;
            reg4 <= 1;
            reg5 <= 1;
            reg6 <= 1;
            reg7 <= 1; 
    end             
    always @(posedge clk) begin
        if (rf_clr) begin
            reg0 <= 1;
            reg1 <= 1;
            reg2 <= 1;
            reg3 <= 1;
            reg4 <= 1;
            reg5 <= 1;
            reg6 <= 1;
            reg7 <= 1;  
        end
        else if(en) 
            case(wra)
            0: begin 
                reg0 <= wrd;
            end 
            1: begin
                reg1 <= wrd;
            end
            2: begin
                reg2 <= wrd;
            end
            3: begin
                reg3 <= wrd;
            end
            4: begin
                reg4 <= wrd;
            end
            5: begin
                reg5 <= wrd;
            end
            6: begin
                reg6 <= wrd;
            end
            7: begin
                reg7 <= wrd;
            end
            endcase
    end
endmodule
--- run.sh ---
#!/bin/bash
# OpenROAD 26Q1-2900-gdf79404cd8, Yosys 0.63+post, stock flow scripts
make -C /OpenROAD-flow-scripts/flow DESIGN_CONFIG=/design/flow/config.mk WORK_HOME=/design/flow/orfs finish
==> flow_summary.json <==
{
  "status": "finished, final reports clean",
  "edf_count": 0,
  "yosys.stat.seqShare_pct": 33.62,
  "grt_pass1_wl_mm": 7.293,
  "yosysTopAreaCell": "dfxtp_1",
  "synth_cell_types": 30,
  "synth_dominant_cell_count": "nor2_1",
  "die_w_um": 81.70,
  "leakagePower_nw": 0.9088,
  "cts_sinks": 32,
  "hold_class": "register to register",
  "slowest_delay_ps": 470,
  "layout_min_cycle_time_ps": 3122,
  "die_area_mm2": 0.006675,
  "drtIter0Drc": 95,
  "r2r_end": "reg1[0]",
  "min_from": "reg5[0]",
  "vias": 1529,
  "seq_power_share_pct": 47.3,
  "avgRoutedWirePerCell_um": 15.05,
  "cp_top_family": "buffers and inverters",
  "startpoint_type": "input pin",
  "cap_violations": 0,
  "hold_path_depth": 1,
  "drt_first_pass_iters": 4,
  "fmax_mhz": 320.3,
  "ys_cells": 205,
  "ctsLongestPathBuffers": 2,
  "tightest_slew_ps": 460.6,
  "grt_overflow_total": 0,
  "slew_violations": 0,
  "ant_nets": 0,
  "cts_tree": "yes",
  "r2r_start": "reg1[0]",
  "finClkSkew_ps": 0,
  "period_used_pct": 97.56,
  "reg2reg_depth": 2,
  "grtUsageTotal_pct": 15.08,
  "ys_seq_elements": 32,
  "ys_top_cells_by_count": "nor2_1 (37), dfxtp_1 (32), mux2i_1 (27)",
  "path_clk_slew_ps": 60,
  "hold_violations": 0,
  "p_int_mw": 0.6603,
  "powerDensity_mw_per_mm2": 379.3,
  "io_pins": 24,
  "dp.final_hpwl_mm": 3.214,
  "worst-path-stages": 7,
  "arrival_ps": 2480,
  "place.gp.congestion": 0.8040,
  "floorplan.core_util_pct": 31.62,
  "clkPwrFrac_pct": 36.3,
  "wirelength_mm": 4.589,
  "worstSetupEndpointType": "output port",
  "drc": 0,
  "top_area_share_pct": 33.62,
  "drive_above_1_share_pct": 18.26,
  "p_switching_mw": 0.2205,
  "antenna_found_initial": 0,
  "yosys_warnings": 1,
  "core_area_mm2": 0.006026,
  "io_buffers": 23,
  "min_to": "reg5[0]",
  "synthArstFlopShare_pct": 0,
  "finalSetupTns_ps": 0,
  "netSwitchingFraction_pct": 25.04,
  "first_global_vias": 1391,
  "crit_type": "input pin to output port",
  "clkLatencyLatePin_ps": 280,
  "r2r_slack_ps": 2350,
  "path_cells": "clkdlybuf4s50_1 > buf_6 > mux2_2 > a22oi_1 > a21oi_1 > or2_1 > clkdlybuf4s50_1",
  "warnings": 25,
  "syn_area_per_cell_um2": 9.296,
  "setup_viol": 0,
  "required_ps": 2560,
  "slew_headroom_pct": 69.20,
  "drt-vias-per-instance": 5.013,
  "ys_area_mm2": 0.001906,
  "syn_inst": 205,
  "clock-root-buffer": "clkbuf_8",
  "htreeDepth": 2,
  "crit_buf_inv": 3,
  "p_comb_share_pct": 16.4,
  "post-route-cell-area_mm2": 0.002322,
  "core.rowCount": 28,
  "rsz0062_at_grt": "false",
  "place_area_mm2": 0.002226,
  "synth_area_mm2": 0.001906,
  "antenna_cells": 0,
  "n_fill_cell": 613,
  "crit_slowest_cell": "clkdlybuf4s50_1",
  "die_y_um": 81.70,
  "crit_fanout": 10,
  "syn_to_final_growth_pct": 21.86,
  "cts_buffers": 5,
  "flop_cell": "dfxtp_1",
  "crit_top_cell": "clkdlybuf4s50_1",
  "area_leaders": "dfxtp_1 (34%), mux2i_1 (14%), mux2_2 (7.7%), nor2_1 (7.3%), mux4_2 (4.7%)",
  "grt_max_degree": 33,
  "ir_drop_mv": 0.1573
}
-- worst register-to-register path: cells and delay by family (launching register included) --
family	cells	cell delay, ps
flops	1	340
simple gates	1	140
compound gates	1	270
-- cell type report --
cell class | count | area [um^2] | area share, %
clock buffers | 8 | 90.09 | 3.879
inverters | 2 | 7.507 | 0.3233
multi-input cells | 153 | 1166 | 50.22
well taps | 75 | 93.84 | 4.041
repair buffers | 35 | 324.1 | 13.95
flip-flops and latches | 32 | 640.6 | 27.59
-- logic make-up after synthesis --
| group | Yosys count | share of synthesized area (%) |
|---|---|---|
| AND-OR/OR-AND | 41 | 14.18 |
| multiplexers | 45 | 27.38 |
| flip-flops | 32 | 33.62 |
| AND/OR/NAND/NOR | 67 | 19.50 |
| buffers and inverters | 20 | 5.319 |
-- how the worst max path moves through the flow --
stage,from,end,slack [ps]
4_1_cts,rda1[1],rdd1[2],40
5_1_grt,rda1[1],rdd1[2],9
6_report,rda1[1],rdd1[2],80
-- per-stage QoR --
step / power (mW) / setup slack, ps / hold WS (ps) / instances / utilization [%]
after floorplan: 0.5113 / 1055 / 447.2 / 205 / -
after global placement: 0.5683 / 59.74 / 469.2 / 297 / 36.94
after detailed placement: 0.5692 / 58.64 / 474.1 / 297 / 36.94
after CTS: 0.8903 / 39.60 / 490.3 / 305 / 38.43
after global routing: 0.9235 / 8.546 / 508.9 / 305 / 38.54
final: 0.8808 / 78.01 / 489.4 / 305 / 38.54
-- state kept, by name, summed over array words and instances, names as in the netlist --
signal,flops
reg0,4
reg1,4
reg2,4
reg3,4
reg4,4
reg5,4
reg6,4
reg7,4
-- power by group through the flow --
stage                 clock network [mW]  registers, mW  logic, mW
after CTS                          0.329          0.416      0.145
after global routing               0.348          0.418      0.158
final                              0.320          0.417      0.144
-- what timing repair did --
item	4_1_cts	5_1_grt
hold buffers	0	0
endpoints found under the setup margin	0	5
buffers inserted	0	0
resized	0	3
-- placed cells by master, fill, tap and decap left out, drive strengths merged --
cell type / count
nor2: 37
dfxtp: 32
mux2i: 27
clkdlybuf4s50: 23
mux2: 14
buf: 12
o21ai: 10
a21oi: 9
nand2b: 9
a211o: 8
clkbuf: 8
nand2: 6
nor2b: 6
o22ai: 5
a22o: 5
mux4: 4
nand4b: 3
inv: 2
nor3: 2
nor3b: 2
a31oi: 1
a211oi: 1
a221oi: 1
a22oi: 1
or2: 1
nand4: 1
-- routing by layer --
metal  vias to the layer above  track usage, %  routed length, um
li1                        778               -                  -
met1                       720           22.29               2243
met2                        29           23.58               2087
met3                         2           3.720                236
met4                         0           1.228                 21
met5                         -               0                  0
Power is estimated from default activity; no workload was simulated.
